### flow/run.sh
#!/bin/bash
# OpenROAD 26Q1-2900-gdf79404cd8, Yosys 0.63+post, stock flow scripts
make -C /OpenROAD-flow-scripts/flow DESIGN_CONFIG=/design/flow/config.mk WORK_HOME=/design/flow/orfs finish
### flow/config.mk
export PLATFORM = sky130hd
export DESIGN_NAME = u16_biquad
export DESIGN_NICKNAME = u16_biquad
export VERILOG_FILES = /design/flow/design.v
export SDC_FILE = /design/flow/constraint.sdc
export NUM_CORES = 4
export LEC_CHECK = 1
export CORE_UTILIZATION = 50
### flow/constraint.sdc
current_design u16_biquad

set clk_period 23.0
set clk_io_pct 0.2

create_clock -name clk0 -period $clk_period [get_ports {CLK}]

set non_clock_inputs [all_inputs -no_clocks]
set_input_delay [expr $clk_period * $clk_io_pct] -clock clk0 $non_clock_inputs
set_output_delay [expr $clk_period * $clk_io_pct] -clock clk0 [all_outputs]
### flow/design.v
module i16_mul(
    input signed [15:0] A,
    input signed [15:0] B,
    output signed [31:0] P
);
assign P = A * B;
endmodule
module i18_mul(
    input signed [17:0] A,
    input signed [15:0] B_coef,
    output signed [33:0] P
);
assign P = A * B_coef;
endmodule
module i36_acc(
    input signed [33:0] A,
    input signed [31:0] B,
    input signed [35:0] _Z,
    output signed [35:0] S
);
wire signed [35:0] A_ext = {{2{A[33]}}, A};
wire signed [35:0] B_ext = {{4{B[31]}}, B};
assign S = A_ext + B_ext + _Z;
endmodule
module i36_delay(
    input CLK,
    input RST,
    input signed [35:0] STORE,
    output reg signed [35:0] READ
);
always @ (posedge CLK, negedge RST) begin
    if (!RST) begin
        READ <= 0;
    end else begin
        READ <= STORE;
    end
end
endmodule
module i36_trunc(
    input signed [35:0] A,
    output reg signed [15:0] B_sat,
    output reg signed [17:0] B
);
wire signed [35:0] shifted_inter = (A >>> 14);
wire signed [21:0] shifted = shifted_inter[21:0];
always @(*) begin
    B = $signed(shifted[17:0]);
    if (shifted > 22'sd32767) B_sat = 16'sd32767;
    else if (shifted < -22'sd32768) B_sat = -16'sd32768;
    else B_sat = $signed(shifted[15:0]);
end
endmodule
module u16_biquad(
    input CLK, RST,
    input unsigned [15:0] A,
    output signed [15:0] B,
    input signed [15:0] b_0,
    input signed [15:0] b_1,
    input signed [15:0] b_2,
    input signed [15:0] a_1,
    input signed [15:0] a_2
);
wire signed [17:0] feedback;
wire signed [15:0] A_signed;
wire signed [31:0] P_b0;
wire signed [31:0] P_b1;
wire signed [31:0] P_b2;
wire signed [33:0] P_a1;
wire signed [33:0] P_a2;
wire signed [35:0] S_0;
wire signed [35:0] S_1;
wire signed [35:0] S_2;
wire signed [35:0] Z_0;
wire signed [35:0] Z_1;
u16_to_i16 to_signed(
    .A(A),
    .B(A_signed)
);
i16_mul mul_b0(
    .A(A_signed),
    .B(b_0),
    .P(P_b0)
);
i16_mul mul_b1(
    .A(A_signed),
    .B(b_1),
    .P(P_b1)
);
i16_mul mul_b2(
    .A(A_signed),
    .B(b_2),
    .P(P_b2)
);
i18_mul mul_a1(
    .A(feedback),
    .B_coef(a_1),
    .P(P_a1)
);
i18_mul mul_a2(
    .A(feedback),
    .B_coef(a_2),
    .P(P_a2)
);
i36_acc ACC_0(
    .A(P_a2),
    .B(P_b2),
    ._Z(36'sd0),
    .S(S_0)
);
i36_acc ACC_1(
    .A(P_a1),
    .B(P_b1),
    ._Z(Z_0),
    .S(S_1)
);
i36_acc ACC_2(
    .A(34'sd0),
    .B(P_b0),
    ._Z(Z_1),
    .S(S_2)
);
i36_delay DELAY_0(
    .CLK(CLK),
    .RST(RST),
    .STORE(S_0),
    .READ(Z_0)
);
i36_delay DELAY_1(
    .CLK(CLK),
    .RST(RST),
    .STORE(S_1),
    .READ(Z_1)
);
i36_trunc OUT(
    .A(S_2),
    .B(feedback),
    .B_sat(B)
);
endmodule
module u16_to_i16(
    input [15:0] A,
    output [15:0] B
);
assign B = {~A[15], A[14:0]};
endmodule
==> flow_summary.toml <==
# implementation run metrics
[critical_path]
slowest_delay_ns = 0.88
path_buffers = 13
crit_type = "input port to flip-flop"
cp_top_family = "adder cells"
cp-end-kind = "flip-flop"
worst_ep_required_time_ns = 23.27
crit_path_max_fanout = 33
critical_path_arrival_ns = 19.42
worst_path_most_repeated_cell = "fa_1"
start_kind = "input port"
cp_slowest_cell = "fa_1"

[min_path]
hold_path.class = "flip-flop to flip-flop"

[detailed_routing]
ant_nets = 0
drt-initial-drc-count = 1216
vias_per_cell = 4.982
vias = 37530
drc = 0
routed_wirelength_um = 130900
drtPass1Iterations = 5
drt-wirelength-per-cell_um = 17.38

[yosys]
ys_seq_frac = 0.03087
yosys-top-cells-area = "fa_1 (57%), inv_1 (12%), ha_1 (8.7%)"
top_area_cell = "fa_1"
ys_warn_count = 2
synth_flops = 71
synth_cell_types = 73
syn_area_per_cell_um2 = 9.539
synth-edff-count = 0
synthCells = 6034
async_flop_share = 1.000
synth-main-ff-cell = "dfrtp_1"
yosys-stat-cells = 6034
syn_area_um2 = 57560
yosysChipArea_um2 = 57560
post-synth-top-area-fraction = 0.5666

[clock_tree]
holdBufCountCts = 0
cts.clk_slew.worst_paths_ns = 0.06
htree_levels = 3
cts_resized = 0
cts_tree = "done"
root_buffer = "clkbuf_16"
cts_post_setup_buffers_inserted = 0
cts_buffer_depth = 2
clock_latency_ns = 0.38
cts_buffers = 9
clock_sinks = 71

[sta]
max_freq_ghz = 0.05221
period_needed_ns = 19.15
report.final.slew_viol_count = 0
worst_slack_ns = 3.848
fin_skew_ns = 0.004489
worst_slew_pin_slew_ns = 0.9324
finalHoldViolCount = 0
setup_tns_ns = 0
finalClockPeriodUsage = 0.8327
setup_viol = 0
rsz0062_at_grt = "false"
relSlewSlack = 0.3718

[run]
maxCapViolCount = 0
tool_warnings = 29

[global_routing]
grt_pass1_vias = 42180
grt_max_degree = 49
overflow = 0
antenna_found_initial = 4
grt_pass1_wl_um = 225000
grt_use_total = 0.2720

[floorplan]
core_area_um2 = 114200
die_x_um = 341.3
num_rows = 124
initCoreUtil = 0.5041
ioPinCount = 114
die.size.y_um = 341.3
die-area_um2 = 116500

[placement]
gp_congestion = 0.9169
numPortBuffers = 113
preCtsSetupSlack_ns = 3.558
dp_hpwl_um = 110300
post_dp_cell_area_um2 = 60340

[final_layout]
area_growth_pct = 5.391
fin_area_um2 = 60660
drive_gt1_frac = 0.02676

[status]
status = "complete, no violations"
-- cells in the mapped netlist (4+ instances only) --
cell      instances
ha_1            402
nand2_1         647
o21bai_1         10
nor2_1           68
a31oi_1           9
a21oi_1          62
clkbuf_1        213
and2_1          631
nor4_1            5
nor2b_1          26
xnor2_1          89
and3_1            8
a21oi_2           4
inv_1          1843
nand3_1          17
o21ai_1           8
a21o_1           35
buf_2             5
dfrtp_1          71
nand2b_1         72
fa_1           1629
nor3_1           15
o21a_1            9
o21ai_2          11
a211oi_1          9
nand4_1           7
o21ai_0          31
a21boi_1          4
or3_1             4
xor2_1           28
-- per-layer routing --
metal  share of wire  global-route usage
met5               0                   0
met4           0.026             0.04821
met3           0.077             0.08407
met2            0.50              0.4275
met1            0.39              0.4074
-- kinds of logic (layout without fill, tap and decap cells) --
logic type      Yosys count  after routing  synth area share
compound gates          236            236           0.02909
flops                    71             71           0.03087
fa+ha+maj              2031           2031            0.6540
other cells               0              4                 0
buf+inv                2068           2051            0.1354
simple gates           1509           1509            0.1325
mux                       2              2         0.0003695
xor+xnor                117            117           0.01780
-- cell type report --
type / instances / area, um2
Tap cell: 1512 / 1892
Clock buffer: 11 / 252.7
Timing Repair Buffer: 191 / 1634
Antenna cell: 4 / 10.01
Multi-Input combinational cell: 3895 / 48120
Clock inverter: 5 / 56.30
Sequential cell: 71 / 1777
Fill cell: 10420 / 53530
Inverter: 1844 / 6922
-- worst paths after layout --
path                       cells after the start                          to                        from  slack, ns
max reg2reg                                   43  DELAY_1.READ[32]$_DFF_PN0_  DELAY_1.READ[15]$_DFF_PN0_       9.64
max in group asynchronous                      2   DELAY_1.READ[1]$_DFF_PN0_                         RST      17.89
min in group asynchronous                      1  DELAY_0.READ[33]$_DFF_PN0_                         RST       4.17
max                                           46  DELAY_1.READ[32]$_DFF_PN0_                      b_0[2]       3.85
min reg2reg                                    2   DELAY_1.READ[0]$_DFF_PN0_   DELAY_0.READ[0]$_DFF_PN0_       0.75
min                                            2   DELAY_1.READ[0]$_DFF_PN0_   DELAY_0.READ[0]$_DFF_PN0_       0.75
-- through the flow --
step                hold slack (ns)    util  instances
floorplan                    0.5661       -       6034
global placement             0.7607  0.5284       7513
detailed placement           0.7652  0.5284       7513
CTS                          0.7818  0.5312       7529
global route                 0.7918  0.5312       7533
finish                       0.7467  0.5312       7533
-- worst min-delay path, delay by kind of cell, from the launching register on --
| kind | cells | cell delay, ns |
|---|---|---|
| DFF | 1 | 0.38 |
| adders and majority gates | 2 | 0.33 |
-- flip-flops by register name, summed over array words and instances (netlist names) --
signal and cells:
DELAY_0.READ 35, DELAY_1.READ 36
-- layout by cell type (no fill, tap or decap), types with 4 or more instances in the layout --
master and count:
a211oi_1 9, a21boi_1 4, a21o_1 35, a21oi_1 62, a21oi_2 4, a31oi_1 9, and2_1 631, and3_1 8
buf_2 16, buf_4 79, clkbuf_16 9, clkdlybuf4s50_1 96, dfrtp_1 71, diode_2 4, fa_1 1629, ha_1 402
inv_1 1843, nand2_1 647, nand2b_1 72, nand3_1 17, nand4_1 7, nor2_1 68, nor2b_1 26, nor3_1 15
nor4_1 5, o21a_1 9, o21ai_0 31, o21ai_1 8, o21ai_2 11, o21bai_1 10, or3_1 4, xnor2_1 81
xnor2_2 8, xor2_1 20, xor2_2 7
