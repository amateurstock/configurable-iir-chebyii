## flow/config.mk

```make
export PLATFORM = sky130hd
export DESIGN_NAME = i16_mul_sat
export DESIGN_NICKNAME = i16_mul_sat
export VERILOG_FILES = /design/flow/design.v
export SDC_FILE = /design/flow/constraint.sdc
export NUM_CORES = 4
export LEC_CHECK = 1
export CORE_UTILIZATION = 40
```

## flow/constraint.sdc

```tcl
current_design i16_mul_sat

set clk_period 22.9
set clk_io_pct 0.2

create_clock -name clk0 -period $clk_period

set non_clock_inputs [all_inputs -no_clocks]
set_input_delay [expr $clk_period * $clk_io_pct] -clock clk0 $non_clock_inputs
set_output_delay [expr $clk_period * $clk_io_pct] -clock clk0 [all_outputs]
```

## flow/design.v

```verilog
module i16_mul_sat(
    input signed [15:0] A,
    input signed [15:0] B,
    output reg signed [15:0] P
);
wire signed [31:0] test_val = (A * B) >>> 14;
always @(*) begin
    if (test_val > 32767) P = 32767;
    else if (test_val < -32768) P = -32768;
    else P = test_val[15:0];
end
endmodule
```

## flow/run.sh

```bash
#!/bin/bash
# OpenROAD 26Q1-2900-gdf79404cd8, Yosys 0.63+post, stock flow scripts
make -C /OpenROAD-flow-scripts/flow DESIGN_CONFIG=/design/flow/config.mk WORK_HOME=/design/flow/orfs finish
```

==> Changelog: implementation <==
### Implementation results

* Result of the run: finished clean
* Crit end category: output pin
* CP Max Fanout at 16
* Final estimated routing congestion in global placement at 0.8761
* FP Rows at between 50 and 60
* Pre-Place Util at 0.4085
* Path type of the worst setup path: input port to output pin
* Layout cell share with drive strength beyond 1 at 0.007590
* Type of the worst min-delay path: input port to output pin
* Final worst path period share at 0.7311
* Worst endpoint required time at between 15000 and 20000 ps
* Cells after synthesis at between 1k and 1.5k
* Crit path setup slack, layout at slightly above 6000 ps
* DRC violations left at 0
* Resize count post-CTS at 0
* Count of different cell masters after synthesis at 38
* Port Buf Inserts at between 40 and 50
* Hold violation count in the final report at 0
* Post-Synthesis Cell Area at around 9600 um^2
* Fraction of the yosys area taken by sequential cells at 0
* Synth logic family: adder cells
* Placed wire-length estimate at 17480 um
* Overall Global Routing Usage at 0.1906
* Post-layout min period at approximately 17000 ps
* Total Negative Setup Slacks at 0 ps
* ANT nets after route at 0
* Synthesized area per cell at 9.248 um^2
* Chip area from the yosys synthesis statistics at approximately 9600 um^2
* Area fraction in full adders, half adders and majority gates at 0.6460
* Via count at ~6.4k
* Transition at the pin with the smallest max-transition slack at about 850 ps
* Maximum number of pins on one net before global-route repair at 17
* Mux cell area share after synthesis at 0
* Cell count after placement at around 1.4k
* Cell total in the yosys stat output at 1040
* Cell type with the largest total area after synthesis: fa_1
* Tool warnings at 32
* Number of flip-flops and latches at 0
* Antenna violations before repair at 0
* Most common cell after layout, fill and taps aside: inv_1
* Count of max-cap constraint violations at 0
* Top logic cells by instance count in the layout: inv_1 (286), fa_1 (261), nand2_1 (123)
* Fmax at about 60 MHz
* Vertical die size at around 160 um
* Synthesis warning total at 1
* Fraction of the mapped netlist area in simple logic gates at 0.1460
* Area Overhead vs Synth at 7.662%
* First-pass GRT wire length at between 30000 and 40000 um
* Clock buffer cells at 0
* Routed vias/inst at roughly 4.7
* Initial DRC count at 187
* Critical Path AT at 12160 ps
* Fraction of the mapped netlist area in compound gates at 0.05425
* Worst slew margin relative to its limit at 0.4320
* Die Outline Area at approximately 25000 um^2
* Inserted Diodes at 0
* Share of the synthesized netlist area taken by xor and xnor gates at 0.02732
* Post-CTS Hold Fix Bufs at 0
* Leftover overflow at the end of global routing at 0
* Router iterations before antenna repair at 4
* Post-detailed-route wirelength per cell at ~15 um
* Vias in the first global route at between 6k and 7k
* Slew Viols, Final at 0
* Sequential cell area at 0 um^2
* Core footprint at 23540 um^2
* RSZ-0062 raised after global routing: false
* Post CTS Setup Buffer Count at 0
* Area share of the largest cell type after synthesis at 0.5433
* Post-route non-filler standard cell count at about 1.4k
* Number of endpoints failing setup at the final stage at 0
* Dpl ws at 6074 ps
* Number of I/O pins at approximately 48
* Biggest area contributors in the synthesized netlist: fa_1 (54%), inv_1 (11%), ha_1 (10%), and2_1 (7.9%), nand2_1 (4.8%)
* Chip width at 157.1 um
* Wire length after detailed routing at 20080 um
* Worst setup SP type: input port
## through the flow
stage | hold slack [ps] | cell area (um^2) | utilization
floorplan | 9801 | 9618 | -
global placement | 11490 | 10350 | 0.4398
detailed placement | 11490 | 10350 | 0.4398
CTS | 11500 | 10350 | 0.4398
global route | 11600 | 10350 | 0.4398
finish | 11440 | 10350 | 0.4398
## worst paths after layout
path              startpoint     to  slack, ps  cells past startpoint
setup / recovery        B[1]   P[0]       6160                     23
hold / removal         B[15]  P[15]      11440                     10
## kinds of logic (layout without fill, tap and decap cells)
kind of cell,Yosys count,after routing
adders and majority gates,340,340
AOI/OAI and AO/OA,69,69
xor gates and xnor gates,30,30
buffers and inverters,320,334
and+or+nand+nor,281,281
## synthesized netlist by cell type, types with 2 or more instances
master	n
xor2_1	11
o21bai_1	3
nand2_1	123
o21ai_2	2
fa_1	261
a21o_1	28
a21oi_1	16
ha_1	79
o21ai_0	6
nand4_1	2
xnor2_1	19
clkbuf_1	31
a211oi_1	2
inv_1	286
nor2b_1	2
nor2_1	16
nand2b_1	5
buf_6	2
nand3_1	6
and2_1	122
## critical path, cell delays in order
cell and delay [ps]:
clkdlybuf4s50_1 760, nand2_1 280, inv_1 110, fa_1 740
fa_1 500, fa_1 440, fa_1 510, fa_1 540
inv_1 50, fa_1 470, inv_1 40, ha_1 310
a21o_1 190, a21o_1 220, a21oi_1 150, o21ai_2 120
a21oi_2 220, o21ai_2 120, a41oi_4 310, o21ai_1 130
a221oi_4 730, a21o_1 160, clkdlybuf4s50_1 470
## layout make-up
| class | instances | area, um^2 |
|---|---|---|
| Inverter | 286 | 1074 |
| Fill cell | 2353 | 13190 |
| Timing Repair Buffer | 48 | 480.5 |
| Multi-Input combinational cell | 720 | 8402 |
| Tap cell | 319 | 399.1 |
## routing by layer
metal | GRT usage | share of wire | wire [um]
met1 | 0.2831 | 0.43 | 8581
met2 | 0.3170 | 0.51 | 10320
met3 | 0.03028 | 0.039 | 777
met4 | 0.02913 | 0.020 | 395
met5 | 0 | 0 | 0
