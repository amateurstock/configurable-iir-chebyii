==> /design/flow/design.v <==
module i16_biquad(
    input CLK, RST,
    input unsigned [15:0] A,
    output signed [15:0] B,
    input signed [15:0] b_0,
    input signed [15:0] b_1,
    input signed [15:0] b_2,
    input signed [15:0] a_1,
    input signed [15:0] a_2
);
wire signed [17:0] feedback;
wire signed [31:0] P_b0;
wire signed [31:0] P_b1;
wire signed [31:0] P_b2;
wire signed [33:0] P_a1;
wire signed [33:0] P_a2;
wire signed [35:0] S_0;
wire signed [35:0] S_1;
wire signed [35:0] S_2;
wire signed [35:0] Z_0;
wire signed [35:0] Z_1;
i16_mul mul_b0(
    .A(A),
    .B(b_0),
    .P(P_b0)
);
i16_mul mul_b1(
    .A(A),
    .B(b_1),
    .P(P_b1)
);
i16_mul mul_b2(
    .A(A),
    .B(b_2),
    .P(P_b2)
);
i18_mul mul_a1(
    .A(feedback),
    .B_coef(a_1),
    .P(P_a1)
);
i18_mul mul_a2(
    .A(feedback),
    .B_coef(a_2),
    .P(P_a2)
);
i36_acc ACC_0(
    .A(P_a2),
    .B(P_b2),
    ._Z(36'sd0),
    .S(S_0)
);
i36_acc ACC_1(
    .A(P_a1),
    .B(P_b1),
    ._Z(Z_0),
    .S(S_1)
);
i36_acc ACC_2(
    .A(34'sd0),
    .B(P_b0),
    ._Z(Z_1),
    .S(S_2)
);
i36_delay DELAY_0(
    .CLK(CLK),
    .RST(RST),
    .STORE(S_0),
    .READ(Z_0)
);
i36_delay DELAY_1(
    .CLK(CLK),
    .RST(RST),
    .STORE(S_1),
    .READ(Z_1)
);
i36_trunc OUT(
    .A(S_2),
    .B(feedback),
    .B_sat(B)
);
endmodule
module i16_mul(
    input signed [15:0] A,
    input signed [15:0] B,
    output signed [31:0] P
);
assign P = A * B;
endmodule
module i18_mul(
    input signed [17:0] A,
    input signed [15:0] B_coef,
    output signed [33:0] P
);
assign P = A * B_coef;
endmodule
module i36_acc(
    input signed [33:0] A,
    input signed [31:0] B,
    input signed [35:0] _Z,
    output signed [35:0] S
);
wire signed [35:0] A_ext = {{2{A[33]}}, A};
wire signed [35:0] B_ext = {{4{B[31]}}, B};
assign S = A_ext + B_ext + _Z;
endmodule
module i36_delay(
    input CLK,
    input RST,
    input signed [35:0] STORE,
    output reg signed [35:0] READ
);
always @ (posedge CLK, negedge RST) begin
    if (!RST) begin
        READ <= 0;
    end else begin
        READ <= STORE;
    end
end
endmodule
module i36_trunc(
    input signed [35:0] A,
    output reg signed [15:0] B_sat,
    output reg signed [17:0] B
);
wire signed [35:0] shifted_inter = (A >>> 14);
wire signed [21:0] shifted = shifted_inter[21:0];
always @(*) begin
    B = $signed(shifted[17:0]);
    if (shifted > 22'sd32767) B_sat = 16'sd32767;
    else if (shifted < -22'sd32768) B_sat = -16'sd32768;
    else B_sat = $signed(shifted[15:0]);
end
endmodule
==> /design/flow/run.sh <==
#!/bin/bash
# OpenROAD 26Q1-2900-gdf79404cd8, Yosys 0.63+post, stock flow scripts
make -C /OpenROAD-flow-scripts/flow DESIGN_CONFIG=/design/flow/config.mk WORK_HOME=/design/flow/orfs finish
==> /design/flow/config.mk <==
export PLATFORM = sky130hd
export DESIGN_NAME = i16_biquad
export DESIGN_NICKNAME = i16_biquad
export VERILOG_FILES = /design/flow/design.v
export SDC_FILE = /design/flow/constraint.sdc
export NUM_CORES = 4
export LEC_CHECK = 1
export CORE_UTILIZATION = 30
==> /design/flow/constraint.sdc <==
current_design i16_biquad

set clk_period 29.5
set clk_io_pct 0.2

create_clock -name clk0 -period $clk_period [get_ports {CLK}]

set non_clock_inputs [all_inputs -no_clocks]
set_input_delay [expr $clk_period * $clk_io_pct] -clock clk0 $non_clock_inputs
set_output_delay [expr $clk_period * $clk_io_pct] -clock clk0 [all_outputs]
==> notes.md <==
yosys + openroad results -> fillcell total ~19000, Clock Latency Late Sink 380 ps, area leader, netlist fa_1, most used cell, CP fa_1, status finished clean, GR Overflow Total 0, Top cell area share 0.568, largest net degree at the start of global routing between 40 and 50, total setup buffers inserted after CTS 0, Initial Util 0.302, kind of critical path in -> out, vias in the first global route approximately 44000, P&R area growth vs syn 7.98%, Syn Area/Cell 9.57 µm², Setup TNS 0 ps, MaxCap Viol Count 0, Worst-Margin Slew 1080 ps, # Cells Yosys 6004, Fin. Hold Viols 0, Yosys Chip Area 57500 µm², skew final 9.68 ps, Ports 114, min Tclk post-route 20710 ps, total CTS buffers 9, Final Setup Violations 0, most frequent cell after synthesis inv_1, root buffer cell clkbuf_16, EDFF count, synth 0, Core Rows 160, OpenROAD warning count 29, layout cells sized above 1 0.0312, Post-synth ARST share 1.00, RSZ-0062 raised after global routing no, H-tree depth 3, DRT iter0 DRCs 1179, Synth Seq Share 0.0309, Place WS just under 9000 ps, Post-synth regs around 71, Slew Limit Fails 0, synth warn 2, CP Launch Type input pin, period utilization 0.702, fin worst setup slack between 8000 and 9000 ps, Clock Sinks 71, first-pass GRT wire length 243 mm, critical path capture point type output pin, Crit path largest cell delay 880 ps, ys flop type dfrtp_1, post-cts hold-fix buffer tally 0, GP Congestion 0.970, Die Wd 440 µm, PortBufs between 100 and 150, Slowest cell on crit path fa_1, die height 440 µm, GRT Overall Usage 0.173, floorplan core area 190000 µm², clk buf depth 2, Synth Cell Area 57500 µm², vias per cell 4.44, CP Data Arrival Time 14810 ps, CP Data Required Time about 24000 ps, CP Cell Sequence clkdlybuf4s50_1, and2_1, fa_1, fa_1, fa_1, fa_1, fa_1, inv_1, fa_1, inv_1, ha_1, a21oi_1, o21ai_1, nand3_1, nand2_1, a211oi_4, o21bai_1, a21oi_4, buf_4, and4_1, a31oi_2, buf_4, a21oi_1, clkdlybuf4s50_1, final antenna-violating net count 0, Avg WL per Cell 17.2 µm, CTS tree built, final WL between 100 and 150 mm, worst rel slew slack 0.280, Worst-path clk slew 70 ps, utilization after layout 0.326, top cells by count inv_1, fa_1, nand2_1, and2_1, ha_1, Unique masters post-synth 74, fmax 48.3 MHz, worst hold path type reg -> reg, top post-synthesis cells by area fa_1, inv_1, ha_1, Die ar. between 150000 and 200000 µm², Final HPWL DP approximately 120 mm, post-CTS sizing 0, DR DRC count 0, via count 37835, Synth Instances 6004, initial antenna violation count 23, CP Max Fanout 35, drt first pass iters 7
## worst max-delay path, delay by kind of cell
kind	cells	cell delay, ps
AND-OR/OR-AND	7	1850
adder cells (fa/ha/maj)	7	3790
buffers and inverters	6	2350
AND/OR/NAND/NOR	4	890
## cell usage in the layout, fill, tap and decap left out, types with 3 or more instances in the layout
master,n
o21a_1,13
ha_1,402
dfrtp_1,71
and4_1,5
a211oi_1,8
nor3_1,5
nand2_1,669
a21oi_2,13
clkdlybuf4s50_1,96
nor2_1,51
nor2b_1,6
diode_2,11
clkbuf_16,9
xor2_2,3
o31ai_1,3
a21oi_1,73
nand2b_1,45
o21ai_1,10
xor2_1,22
xnor2_2,14
nor4_1,5
a31oi_1,4
o21ai_0,24
a211o_1,3
buf_2,16
and3_1,7
nand3_1,12
bufinv_16,3
nor3_2,3
a21o_1,46
fa_1,1629
inv_1,1830
and2_1,647
o21bai_1,18
nand4_1,10
xnor2_1,78
buf_4,93
## state kept, by name, summed over array words and instances (netlist names)
| name | cells |
|---|---|
| DELAY_1.READ | 36 |
| DELAY_0.READ | 35 |
## per-layer routing
layer / global-route usage / wire length [µm] / vias to the layer above
li1: - / - / 16814
met3: 0.0658 / 13000 / 165
met1: 0.216 / 54200 / 19538
met2: 0.291 / 75600 / 1310
met4: 0.0363 / 3950 / 8
met5: 0.00422 / 133 / -
## through the flow
| step | instances | hold WS (ps) | area, µm² |
|---|---|---|---|
| after global routing | 8519 | 682 | 62000 |
| after detailed placement | 8497 | 662 | 61700 |
| final | 8524 | 672 | 62000 |
| after floorplan | 6004 | 566 | 57500 |
| after CTS | 8513 | 679 | 62000 |
| after global placement | 8497 | 659 | 61700 |
## cells by family (layout without fill, tap and decap cells)
group,after synthesis,after routing,share of synthesized area
other,0,11,0
XOR/XNOR,120,120,0.0188
AND/OR/NAND/NOR,1475,1475,0.130
AND-OR/OR-AND,252,252,0.0310
flip-flops,71,71,0.0309
adder cells (fa/ha/maj),2031,2031,0.655
buffers and inverters,2055,2053,0.135
## cell type report
cell class,instances,area [µm²],share of cell area
multi-input combinational,3878,48100,0.776
antenna,11,27.5,0.000444
tap,2511,3140,0.0506
clock inverter,7,118,0.00190
sequential,71,1780,0.0286
clock buffer,9,225,0.00363
inverter,1832,6880,0.111
timing repair buffer,205,1740,0.0280
## path summary, 6_finish.rpt
kind | start | to | slack [ps] | cells past startpoint
worst min register to register | DELAY_0.READ[0]$_DFF_PN0_ | DELAY_1.READ[0]$_DFF_PN0_ | 670 | 2
max in group asynchronous | RST | DELAY_1.READ[17]$_DFF_PN0_ | 23050 | 2
min in group asynchronous | RST | DELAY_0.READ[34]$_DFF_PN0_ | 5500 | 1
worst max-delay path | b_0[1] | B[3] | 8790 | 24
worst min-delay path | DELAY_0.READ[0]$_DFF_PN0_ | DELAY_1.READ[0]$_DFF_PN0_ | 670 | 2
worst max register to register | DELAY_1.READ[15]$_DFF_PN0_ | DELAY_1.READ[29]$_DFF_PN0_ | 16510 | 41
